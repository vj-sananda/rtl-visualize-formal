--- flow/design.v ---
module pmu #(parameter int IDLE_LIMIT=10 )
  ( input clk ,
    input rst ,
    input ififo_rdy,
    input exec_idle,
    output logic pwr_down,
    output logic iso_enable,
    output logic pwron_reset
    );
   localparam init=0,start_cntdown=1,begin_pwrdown=2,pwroff=3,pwron=4;
   logic iso_enable_wc, iso_enable_rc;
   reg pwr_down_wc, pwr_down_rc;
   logic [2:0] state, next_state;
   logic [4:0] timer_cnt_wc, timer_cnt_rc ;
   assign  iso_enable = iso_enable_rc;
   assign  pwr_down = pwr_down_wc ;
   always @*
     begin
	iso_enable_wc = iso_enable_rc ;
	pwr_down_wc = pwr_down_rc ;
	pwron_reset = 0;
	next_state = state ;
	timer_cnt_wc = timer_cnt_rc ;
	case( state )
	  init:
	  begin
	     iso_enable_wc = 0;
	     pwr_down_wc =0;
	     timer_cnt_wc =0;
	     if ( exec_idle )
	       next_state = start_cntdown ;
	  end
	  start_cntdown: begin
	     if ( ififo_rdy )
	       next_state = init ;
	     else
	       begin
		  if ( ~ififo_rdy && timer_cnt_rc < IDLE_LIMIT )
		    timer_cnt_wc = timer_cnt_rc + 1 ;
		  if (timer_cnt_rc == IDLE_LIMIT)
		    next_state = begin_pwrdown ;
	       end
	  end
	  begin_pwrdown:  
	    begin
	       iso_enable_wc = 1;
	       if ( ~ififo_rdy )
		 next_state = pwroff ;
	       else
		 next_state = init;
	    end
	  pwroff:
	    begin
	       pwr_down_wc = 1;
	       pwron_reset = 1;
	       if ( ififo_rdy )
		 next_state = pwron ;
	    end
	  pwron:
	    begin
	       pwr_down_wc = 0;
	       pwron_reset = 1;
	       next_state = init;
	    end
	endcase  
     end  
   always @(posedge clk)
     if (rst)
       begin
	  iso_enable_rc <= 0;
	  pwr_down_rc <= 0;
	  timer_cnt_rc <= 0;
	  state <= init;
       end
     else
       begin
	  iso_enable_rc <= iso_enable_wc;
	  pwr_down_rc <= pwr_down_wc;
	  timer_cnt_rc <= timer_cnt_wc ;
	  state <= next_state ;
       end
endmodule  
--- flow/config.mk ---
export PLATFORM = sky130hd
export DESIGN_NAME = pmu
export DESIGN_NICKNAME = pmu
export VERILOG_FILES = /design/flow/design.v
export SDC_FILE = /design/flow/constraint.sdc
export NUM_CORES = 4
export LEC_CHECK = 1
export CORE_AREA = 10 10 70 70
export DIE_AREA = 0 0 80 80
--- flow/run.sh ---
#!/bin/bash
# OpenROAD 26Q1-2900-gdf79404cd8, Yosys 0.63+post, stock flow scripts
make -C /OpenROAD-flow-scripts/flow DESIGN_CONFIG=/design/flow/config.mk WORK_HOME=/design/flow/orfs finish
--- flow/constraint.sdc ---
current_design pmu

set clk_period 1.6
set clk_io_pct 0.2

create_clock -name clk0 -period $clk_period [get_ports {clk}]

set non_clock_inputs [all_inputs -no_clocks]
set_input_delay [expr $clk_period * $clk_io_pct] -clock clk0 $non_clock_inputs
set_output_delay [expr $clk_period * $clk_io_pct] -clock clk0 [all_outputs]
==> impl_table.tex <==
% Synthesis and place-and-route results
\begin{tabular}{lr}
\hline
Metric & Value \\
\hline
\multicolumn{2}{l}{\textbf{Run status}} \\
\quad Outcome & finished, final reports clean \\
\multicolumn{2}{l}{\textbf{Worst setup path}} \\
\quad Library cell contributing the largest single delay on the critical path & sky130\_fd\_sc\_hd\_\_clkdlybuf4s50\_1 \\
\quad Slack of the worst reg-to-reg path & 300 ps \\
\quad Kind of capture point of the worst setup path & output pin \\
\quad Maximum fanout count along the critical path & 4 \\
\quad Setup crit start kind & register \\
\quad CP cell instances & or2\_1 > clkdlybuf4s50\_1 \\
\quad Worst Path Required & 1280 ps \\
\quad Crit Path Class & register to output pin \\
\quad Maximum cell stage delay along the critical path & 400 ps \\
\quad Worst EP arrival & 1220 ps \\
\multicolumn{2}{l}{\textbf{Clock tree}} \\
\quad Clock transition at the register clock pins on the worst setup and hold paths after CTS & 70 ps \\
\quad Sinks on the clock net & 12 \\
\quad Maximum level of the CTS H-tree & 1 \\
\quad CTS tree & done \\
\quad CTS Buffer Depth & 2 \\
\quad Clk Tree Root Cell & sky130\_fd\_sc\_hd\_\_clkbuf\_4 \\
\quad Insertion delay at the late pin of the worst-skew pair & 270 ps \\
\quad Number of CTS-inserted buffers & 3 \\
\multicolumn{2}{l}{\textbf{Placement}} \\
\quad PortBufs & 6 \\
\quad HPWL Detailed & 712.6 um \\
\quad DP Area & 661.9 um\^{}2 \\
\quad Final GP Congestion & 0.7863 \\
\multicolumn{2}{l}{\textbf{Final timing}} \\
\quad Count of pins over their slew limit & 0 \\
\quad Number of hold-slack violations in the final timing report & 0 \\
\quad Post-layout min period & 1543 ps \\
\quad Fin Hold WS & 485.2 ps \\
\quad Final period util & 96.46\% \\
\quad Setup repair after global routing missed its margin & no \\
\quad Final setup skew & 0.6630 ps \\
\quad Setup tns final & 0 ps \\
\quad FMAX & 0.6479 GHz \\
\quad Worst slew margin & 69.54\% \\
\quad Final tally of setup violations & 0 \\
\quad Actual slew at the worst max-slew pin & 455.9 ps \\
\multicolumn{2}{l}{\textbf{Drt}} \\
\quad Number of vias in the routed layout & 400 \\
\quad Via density per instance & 3.670 \\
\quad Met3 wire len & 136 um \\
\quad Detailed Routing Iterations Pass 1 & 2 \\
\quad Met1 layer wirelength in the final routing & 469 um \\
\quad Routed WL per cell & 8.982 um \\
\quad Antenna-violating nets left & 0 \\
\quad DRT iter0 DRCs & 15 \\
\quad Total antenna diodes in the routed design & 0 \\
\quad Max layer used & met4 \\
\quad Total length of routed met2 wires & 362 um \\
\quad WL final & 979 um \\
\quad Residual DRC count & 0 \\
\multicolumn{2}{l}{\textbf{Power}} \\
\quad Leakage component of the power & 0.2716 nW \\
\quad Worst ir drop on vdd & 0.0001901 V \\
\quad Power, Total & 0.5985 mW \\
\quad Total power per unit cell area & 846.6 nW/um\^{}2 \\
\multicolumn{2}{l}{\textbf{Cells and area}} \\
\quad Fraction of layout cells with a size suffix above 1 & 26.98\% \\
\quad Area growth from synthesis to layout & 32.32\% \\
\quad Post-route cell area & 706.9 um\^{}2 \\
\multicolumn{2}{l}{\textbf{Global routing}} \\
\quad Number of global-route vias before repair & 372 \\
\quad Remaining global-route overflow & 0 \\
\quad Pin count of the biggest net entering global routing & 10 \\
\quad Initial antenna violation count & 0 \\
\quad GRT Resource Usage Total & 3.262\% \\
\quad First-pass GRT wire length & 1690 um \\
\multicolumn{2}{l}{\textbf{Yosys}} \\
\quad Leading area contributor after synthesis & sky130\_fd\_sc\_hd\_\_dfxtp\_1 \\
\quad Tally of unique sky130hd cells used after synthesis & 22 \\
\quad Largest cells by area after synthesis & sky130\_fd\_sc\_hd\_\_dfxtp\_1, sky130\_fd\_sc\_hd\_\_mux2\_4, sky130\_fd\_sc\_hd\_\_nor3b\_1 \\
\quad Avg Synthesized Cell Area & 10.48 um\^{}2 \\
\quad Netlist Area Pre-Place & 534.3 um\^{}2 \\
\quad Cell count listed in synth\_stat.txt & 51 \\
\quad Ys Warns & 1 \\
\quad Register share after synthesis & 44.96\% \\
\quad Synthesized instance count & 51 \\
\quad Area share of the leading cell type in the synthesized netlist & 44.96\% \\
\quad Synthesized chip area reported by yosys & 534.3 um\^{}2 \\
\quad Flop and latch count out of synthesis & 12 \\
\multicolumn{2}{l}{\textbf{Floorplan}} \\
\quad Core Box Area & 3416 um\^{}2 \\
\quad Die width & 80 um \\
\quad Ports placed on the boundary & 7 \\
\quad Die boundary height & 80 um \\
\quad DIE AREA & 6400 um\^{}2 \\
\quad Initial core utilization & 15.64\% \\
\quad Number of core rows & 21 \\
\multicolumn{2}{l}{\textbf{Flow run}} \\
\quad Number of warnings the tools reported & 26 \\
\quad Max Cap Violations & 0 \\
\multicolumn{2}{l}{\textbf{Min path}} \\
\quad Type of the worst min-delay path & register to register \\
\hline
\end{tabular}
-- metal layers --
metal  vias up  GRT usage [%]
met3         2          2.273
li1        203              -
met1       185          4.736
met2        10          3.772
met5         -              0
met4         0         0.5282
-- timing repair --
item | in CTS | in global routing
hold buffers | 0 | 0
hold endpoints to repair | 0 | 0
setup buffers | 1 | 0
setup endpoints to repair | 1 | 0
gates resized | 3 | 0
-- worst max-delay path, delay by kind of cell (launching register included) --
kind,cells,cell delay [ps]
simple gates,1,220
buf+inv,1,400
flops,1,330
-- through the flow --
step	util, %	setup WS, ps	instances
after CTS	20.70	37.74	109
after global placement	19.38	18.81	104
after floorplan	-	510.5	51
after global routing	20.70	2.212	109
final	20.70	56.63	109
after detailed placement	19.38	15.93	104
-- layout by cell type (no fill, tap or decap), drive strengths merged, types with 2 or more instances in the layout --
cell type and instances:
dfxtp 12, nor2 7, clkdlybuf4s50 5, nor3b 5, nor3 4, clkbuf 4, inv 3, mux2 3
buf 3, nor2b 2, ha 2, o21ai 2
-- flip-flops by register name, indices dropped and copies added, names as in the netlist --
register	cells
iso_enable_rc	1
pwr_down_rc	1
state	5
timer_cnt_rc	5
-- layout make-up --
cell class	instances	area (um^2)
inverters	3	11.26
repair buffers	9	81.33
fillers	386	2709
flip-flops and latches	12	242.7
well taps	46	57.56
multi-input cells	35	277.8
clock buffers	4	36.28
-- path summary, 6_finish.rpt --
path,start,to,cells after the start
setup reg to reg,state[0],timer_cnt_rc[1],4
hold reg to reg,state[1],state[0],2
setup / recovery,state[4],pwron_reset,2
hold / removal,state[1],state[0],2
-- cell families after synthesis --
| kind of cell | after synthesis | share of synthesized area (%) |
|---|---|---|
| AOI/OAI and AO/OA | 7 | 9.602 |
| and+or+nand+nor | 23 | 29.28 |
| muxes | 3 | 8.430 |
| adders and majority gates | 2 | 4.683 |
| DFF | 12 | 44.96 |
| buffers and inverters | 4 | 3.043 |
-- where the power goes --
part           switching [mW]  internal, mW  total (mW)
registers             0.00438         0.304       0.308
clock network           0.101         0.138       0.239
logic                  0.0263        0.0248      0.0512
-- cells in the mapped netlist --
| master | n |
|---|---|
| sky130_fd_sc_hd__a21o_1 | 1 |
| sky130_fd_sc_hd__a21oi_1 | 1 |
| sky130_fd_sc_hd__a32oi_1 | 1 |
| sky130_fd_sc_hd__a41oi_1 | 1 |
| sky130_fd_sc_hd__buf_2 | 1 |
| sky130_fd_sc_hd__dfxtp_1 | 12 |
| sky130_fd_sc_hd__ha_1 | 2 |
| sky130_fd_sc_hd__inv_1 | 3 |
| sky130_fd_sc_hd__mux2_4 | 3 |
| sky130_fd_sc_hd__nand2_2 | 1 |
| sky130_fd_sc_hd__nand3_2 | 1 |
| sky130_fd_sc_hd__nand4bb_1 | 1 |
| sky130_fd_sc_hd__nor2_1 | 7 |
| sky130_fd_sc_hd__nor2b_1 | 2 |
| sky130_fd_sc_hd__nor3_1 | 4 |
| sky130_fd_sc_hd__nor3b_1 | 4 |
| sky130_fd_sc_hd__nor3b_4 | 1 |
| sky130_fd_sc_hd__nor4b_2 | 1 |
| sky130_fd_sc_hd__o211ai_1 | 1 |
| sky130_fd_sc_hd__o21ai_0 | 1 |
| sky130_fd_sc_hd__o21ai_2 | 1 |
| sky130_fd_sc_hd__or2_1 | 1 |
Power is estimated from default activity; no workload was simulated.
