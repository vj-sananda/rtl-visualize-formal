$ cat flow/run.sh
#!/bin/bash
# OpenROAD 26Q1-2900-gdf79404cd8, Yosys 0.63+post, stock flow scripts
make -C /OpenROAD-flow-scripts/flow DESIGN_CONFIG=/design/flow/config.mk WORK_HOME=/design/flow/orfs finish
$ cat flow/config.mk
export PLATFORM = sky130hd
export DESIGN_NAME = top_xorexec
export DESIGN_NICKNAME = top_xorexec
export VERILOG_FILES = /design/flow/design.v
export SDC_FILE = /design/flow/constraint.sdc
export NUM_CORES = 4
export LEC_CHECK = 1
export CORE_UTILIZATION = 50
$ cat flow/constraint.sdc
current_design top_xorexec

set clk_period 2.6
set clk_io_pct 0.2

create_clock -name clk0 -period $clk_period [get_ports {clk}]

set non_clock_inputs [all_inputs -no_clocks]
set_input_delay [expr $clk_period * $clk_io_pct] -clock clk0 $non_clock_inputs
set_output_delay [expr $clk_period * $clk_io_pct] -clock clk0 [all_outputs]
$ cat flow/design.v
`timescale 1ns/1ns
module hfifo #(parameter int size=256, dwidth=8 )
   ( 
   dout, rdy, not_full, 
   clk, reset, din, push, pop
   );
   localparam pwidth = $clog2(size); 
   localparam swidth = pwidth + 1 ; 
   input     clk ;
   input     reset;
   input [dwidth-1:0] din;
   input 	      push ;
   input 	      pop;
   output [dwidth-1:0] dout;
   output 	       rdy ;
   output 	       not_full ;
   reg [dwidth-1:0]    fmem [size-1:0];
   reg [pwidth-1:0]    wr_ptr ;
   reg [pwidth-1:0]    rd_ptr;
   reg [swidth-1:0]    cnt ;
   reg 		       not_empty ;
   reg 		       not_full ;
   wire 	       rdy = not_empty ;
   wire [dwidth-1:0]   dout = fmem[rd_ptr];
   always @(cnt or push or pop)
     begin
	not_empty = 0 ;
	if ( cnt != 0 | push)
	  not_empty = 1;
	if (cnt == 1 & pop)
	  not_empty = 0 ;
	not_full = 0;
	if (cnt != size | pop)
	  not_full = 1 ;
	if (cnt == size-1 & push)
	    not_full = 0;
     end
   always @(posedge clk or posedge reset)
     if (reset == 1'b1)
       begin
	  wr_ptr <= 0;
	  rd_ptr <= 0;
	  cnt <= 0;
       end
     else
       begin
	  if ( push )
	    begin
	       fmem[wr_ptr] <= din ;
	       wr_ptr <= wr_ptr+1 ;
	    end
	  if ( pop )
	    begin
	       rd_ptr <= rd_ptr+1 ;
	    end
	  case ({push,pop})
	    2'b00: cnt <= cnt ;
	    2'b01: cnt <= cnt-1;
	    2'b10: cnt <= cnt+1;
	    2'b11: cnt <= cnt;
	  endcase  
       end
endmodule  
  module top_xorexec #(parameter int dwidth=8)
   (
    input clk,rst,
    input ififo_push,
    output ififo_not_full,
    input [7:0] idata,
    input ofifo_pop,
    output ofifo_rdy,
    output [7:0] odata,
    output logic [2:0] exec_state
    );
   logic [7:0] exec_idata , exec_odata ;
   wire 	 pwr_down ,pwron_reset;
   hfifo #(.size(8), .dwidth(8)) ififo (
	       .clk			(clk),
	       .reset			(rst),
	       .dout			(exec_idata[dwidth-1:0]),
	       .rdy			(exec_rdy),
	       .pop			(exec_pop),
	       .not_full		(ififo_not_full),
	       .din			(idata[dwidth-1:0]),
	       .push			(ififo_push)
	       );
   hfifo #(.size(8), .dwidth(8)) ofifo(
	       .clk			(clk),
	       .reset			(rst),
	       .dout			(odata[dwidth-1:0]),
	       .rdy			(ofifo_rdy),
	       .pop			(ofifo_pop),
	       .not_full		(exec_not_full),
	       .din			(exec_odata[dwidth-1:0]),
	       .push			(exec_push)
	       );
   xorexec exec_unit(
		     .ififo_pop		(exec_pop),
		     .ofifo_push	(exec_push),
		     .odata		(exec_odata),
		     .state             (exec_state),
		     .clk               (clk),
		     .rst		(rst),		     
		     .ififo_rdy		(exec_rdy),
		     .idata		(exec_idata),
		     .ofifo_not_full	(exec_not_full),
		     .exec_idle         (exec_idle)
		     );
endmodule  
module xorexec #(parameter int dwidth=8)
   ( input logic clk, rst,
     output logic  ififo_pop,
     input  logic ififo_rdy,
     input  logic [dwidth-1:0] idata,
     input  logic  ofifo_not_full,
     output logic ofifo_push,
     output logic [dwidth-1:0] odata,
     output logic exec_idle,
     output logic [2:0] state
     );
   logic [7:0] byte_cnt_wd, byte_cnt_rd;
   logic pop_wc, pop_rc ;
   logic push_wc, push_rc ;
   logic [2:0] fsm_cs, fsm_nxt ;
   logic [7:0] odata_wd, odata_rd ;
   assign   state = fsm_cs ;
   assign      ofifo_push = push_rc ;
   assign      ififo_pop = pop_rc;
   assign      odata = odata_rd;
   localparam int init=0,load_cnt=1,proc_data=2,wait_data=3,push_result=4;
   assign      exec_idle = ( fsm_cs == init );
   always @*
     begin
	pop_wc = 0;
	push_wc = 0;
	byte_cnt_wd = byte_cnt_rd;
	fsm_nxt = fsm_cs ;
	case (fsm_cs)
	  init : 
	  if ( ififo_rdy )
	    begin
	       pop_wc = 1 ;
	       odata_wd = 0;
	       fsm_nxt = load_cnt;
	    end
	  load_cnt: begin
	     byte_cnt_wd = idata ;
	     if ( ififo_rdy )
	      begin
		 pop_wc = 1;
		 fsm_nxt = proc_data;
	      end
	     else
	       fsm_nxt = wait_data ;
	  end
	  proc_data:  
	    begin
	       byte_cnt_wd = byte_cnt_rd - 8'h1 ;
	       odata_wd = odata_rd ^ idata ;
	       if ( byte_cnt_rd == 1 )
		 begin
		    fsm_nxt = push_result ;
		 end
	       else
		 if ( ififo_rdy )
		   begin
		      pop_wc = 1;
		   end
		 else
		   fsm_nxt = wait_data ;
	    end  
	  wait_data:
	    if ( ififo_rdy )
	      begin
		 pop_wc = 1;
		 fsm_nxt = proc_data;
	      end
	  push_result:
	    begin
	       if ( ofifo_not_full )
		 begin
		    push_wc = 1;
		    if ( ififo_rdy )
		      begin
			 pop_wc = 1;
			 fsm_nxt = load_cnt;
		      end
		    else
		      fsm_nxt = init   ;
		 end
	    end  
	endcase  
     end  
always @(posedge clk)
  if (rst)
    begin
       pop_rc <= 0;
       push_rc <= 0;
       byte_cnt_rd <= 0;
       odata_rd <= 0;
       fsm_cs <= init;
    end
  else
    begin
       pop_rc <= pop_wc ;
       push_rc <= push_wc;
       byte_cnt_rd <= byte_cnt_wd;
       odata_rd <= odata_wd;
       fsm_cs <= fsm_nxt;
    end
endmodule  
==> metrics.yaml <==
status: "finished with violations"
violations: "setup timing"
numCtsBuffers: 17
drt_wl_total_um: 13900
powerDensity_nw_per_um2: 1110
max_slew_margin_pct: 60.0
die_y_um: 123
ys.flop_type: "edfxtp_1"
reg2reg_to: "exec_unit.byte_cnt_rd[6]"
min_path_type: "primary input to asynchronous set/reset pin"
holdWs_ps: 430
antenna_found_initial: 0
overflow: 0
area_growth_pct: 20.5
avgRoutedWirePerCell_um: 17.3
drive_gt1_share_pct: 21.2
finalPower_w: 0.00982
drc: 0
clock_latency_ps: 420
r2r_cells: 7
postCtsHoldBufs: 0
ant_nets: 0
async_flop_share_pct: 11.3
path_delay_family: "AND-OR/OR-AND gates"
fin_area_um2: 8810
final_cells: 803
core_um2: 14100
ys_area_um2: 7310
clock.fmax_mhz: 375
dpl_cell_area_um2: 7980
crit_type: "flip-flop to output port"
post-route-util_pct: 62.5
grt_usage_pct: 21.1
portBuffers: 24
yosysWarnings: 8
htreeDepth: 4
synth.cell_area_um2: 7310
maxSlewViolCount: 0
fin_worst_skew_ps: 4.63
maxCapViolations: 0
rsz0062_at_grt: "yes"
edf_count: 128
setup_viol: 5
via_per_inst: 5.54
worst_setup_path_end_kind: "output port"
post-synth-top-count-cell: "edfxtp_1"
netlist_top_cells_count: "edfxtp_1, nor2_1, nand2_1"
first_pass_iters: 6
gp_congestion: 0.855
clkTransAtPathRegs_ps: 60
postLayoutSetupSlackWorst_ps: -69.3
fp-row-count: 43
vias: 4446
cp_max_fo: 8
yosys.area.top_type_share_pct: 52.6
top_level_ports: 25
setup.worst_path.start: "ofifo.rd_ptr[0]"
critPathLaunchType: "flip-flop"
ir_worst_vdd_mv: 0.549
die_area_um2: 15100
synthCells: 541
period_used_pct: 103
dp_hpwl_um: 9080
untimed_endpoints: 8
p_leak_nw: 3.28
tool_warnings: 50
finalHoldViolCount: 0
cp_slowest_stage_delay_ps: 470
clockBufferDepth: 2
cp_cell_sequence: "ha_4, ha_2, buf_4, a222oi_1, a31oi_4, buf_2"
first_iter_violations: 338
first_global_vias: 4368
grt_pass1_wl_um: 22000
period_needed_ps: 2670
fp_util_pct: 51.8
grt_max_degree: 19
slowest_stage: "dfrtp_2"
top_area_cell: "edfxtp_1"
unclocked_pins: 8
die_width_um: 123
cp.arrival_ps: 2150
cts_tree: "built"
tightest_slew_ps: 595
cts_root_buffer: "clkbuf_16"
yosys_cells: 541
worst-path-buf-inv: 2
synth_flops: 177
fillers: 1018
reg2reg_from: "ififo.rd_ptr[0]"
critPathRequiredTime_ps: 2080
antennaDiodeCount: 0
syn_area_per_cell_um2: 13.5
dp.cells: 757
synth.distinct_cells: 54
synthTopCellsByArea: "edfxtp_1, dfrtp_1, ha_1"
rrSetupSlack_ps: 140
==> flip-flops by register name, summed over array words and instances, names as in the netlist, 4 cells and up <==
signal,flops
ififo.fmem,64
ofifo.fmem,64
exec_unit.byte_cnt_rd,8
exec_unit.odata_rd,8
exec_unit.odata_wd,8
ififo.cnt,4
ofifo.cnt,4
==> stage by stage <==
stage / worst slack (ps) / TNS (ps)
finish: -69.3 / -166
global route: -153 / -912
CTS: -93.6 / -531
global placement: 66.6 / 0
detailed placement: 29.9 / 0
floorplan: 35.8 / 0
==> repair_timing <==
| action | in CTS | in global routing |
|---|---|---|
| resized | 55 | 6 |
| setup endpoints to repair | 8 | 9 |
| buffers inserted | 13 | 0 |
| pin swaps | 21 | 13 |
| cloned | 1 | 0 |
==> cell families after synthesis <==
| group | synth area share (%) |
|---|---|
| flip-flops | 65.2 |
| AND/OR/NAND/NOR | 9.59 |
| AND-OR/OR-AND | 9.54 |
| buffers and inverters | 2.77 |
| adder cells (fa/ha/maj) | 6.16 |
| XOR/XNOR | 2.40 |
| multiplexers | 2.71 |
| latches | 1.64 |
==> per-layer routing <==
| layer | vias to the layer above | wire length [um] | GRT usage (%) |
|---|---|---|---|
| met4 | 0 | 132 | 1.91 |
| met5 | - | 0 | 0 |
| met1 | 2151 | 5970 | 31.5 |
| met3 | 12 | 819 | 7.58 |
| li1 | 2175 | - | - |
| met2 | 108 | 6960 | 33.6 |
==> cell usage in the layout, fill, tap and decap left out, types with 4 or more instances in the layout <==
| master | count |
|---|---|
| inv_2 | 6 |
| a21oi_1 | 12 |
| or4_1 | 5 |
| dfxtp_1 | 21 |
| xor2_1 | 10 |
| nor2b_1 | 8 |
| buf_2 | 8 |
| inv_6 | 4 |
| mux2i_1 | 4 |
| dfrtp_1 | 18 |
| a41oi_1 | 7 |
| inv_1 | 19 |
| nor2_1 | 45 |
| edfxtp_1 | 128 |
| nor3_1 | 13 |
| nand2_1 | 40 |
| and3_1 | 5 |
| xnor2_1 | 10 |
| a22o_1 | 4 |
| clkdlybuf4s50_1 | 16 |
| clkbuf_16 | 17 |
| a222oi_1 | 21 |
| a31oi_1 | 13 |
| dlxtn_1 | 8 |
| ha_4 | 5 |
| mux2_2 | 14 |
| ha_1 | 30 |
| a22oi_1 | 6 |
| buf_4 | 44 |
| o21ai_0 | 8 |
| buf_6 | 9 |
==> cell type report <==
class	instances	area (um2)	area share, %
Clock buffer	17	425	4.83
Tap cell	180	225	2.56
Clock inverter	15	188	2.13
Timing Repair Buffer	78	652	7.40
Multi-Input combinational cell	311	2340	26.5
Sequential cell	177	4890	55.5
Inverter	25	93.8	1.07
==> how the worst max path moves through the flow <==
stage / endpoint / slack [ps] / depth (start not counted)
final: odata[7] / -70 / 6
after CTS: odata[4] / -90 / 9
after global routing: odata[0] / -150 / 8
==> where the power goes <==
group          total (W)  internal, W  switching [W]
registers        0.00358      0.00327       0.000311
clock network    0.00259      0.00153        0.00105
logic            0.00365      0.00185        0.00180
Power figures rest on the tool's default switching activity, not on a simulated workload.
